==> /design/flow/design.v <==
module Decoder5to32(S, m);
			input [4:0]S;
			output [31:0]m;
			assign m[0] = ~S[4] &~S[3] &~S[2] &~S[1] &~S[0];
			assign m[1] = ~S[4] &~S[3] &~S[2] &~S[1] &S[0];
			assign m[2] = ~S[4] &~S[3] &~S[2] &S[1] &~S[0];
			assign m[3] = ~S[4] &~S[3] &~S[2] &S[1] &S[0];
			assign m[4] = ~S[4] &~S[3] &S[2] &~S[1] &~S[0];
			assign m[5] = ~S[4] &~S[3] &S[2] &~S[1] &S[0];
			assign m[6] = ~S[4] &~S[3] &S[2] &S[1] &~S[0];
			assign m[7] = ~S[4] &~S[3] &S[2] &S[1] &S[0];
			assign m[8] = ~S[4] &S[3] &~S[2] &~S[1] &~S[0];
			assign m[9] = ~S[4] &S[3] &~S[2] &~S[1] &S[0];
			assign m[10] = ~S[4] &S[3] &~S[2] &S[1] &~S[0];
			assign m[11] = ~S[4] &S[3] &~S[2] &S[1] &S[0];
			assign m[12] = ~S[4] &S[3] &S[2] &~S[1] &~S[0];
			assign m[13] = ~S[4] &S[3] &S[2] &~S[1] &S[0];
			assign m[14] = ~S[4] &S[3] &S[2] &S[1] &~S[0];
			assign m[15] = ~S[4] &S[3] &S[2] &S[1] &S[0];
			assign m[16] = S[4] &~S[3] &~S[2] &~S[1] &~S[0];
			assign m[17] = S[4] &~S[3] &~S[2] &~S[1] &S[0];
			assign m[18] = S[4] &~S[3] &~S[2] &S[1] &~S[0];
			assign m[19] = S[4] &~S[3] &~S[2] &S[1] &S[0];
			assign m[20] = S[4] &~S[3] &S[2] &~S[1] &~S[0];
			assign m[21] = S[4] &~S[3] &S[2] &~S[1] &S[0];
			assign m[22] = S[4] &~S[3] &S[2] &S[1] &~S[0];
			assign m[23] = S[4] &~S[3] &S[2] &S[1] &S[0];
			assign m[24] = S[4] &S[3] &~S[2] &~S[1] &~S[0];
			assign m[25] = S[4] &S[3] &~S[2] &~S[1] &S[0];
			assign m[26] = S[4] &S[3] &~S[2] &S[1] &~S[0];
			assign m[27] = S[4] &S[3] &~S[2] &S[1] &S[0];
			assign m[28] = S[4] &S[3] &S[2] &~S[1] &~S[0];
			assign m[29] = S[4] &S[3] &S[2] &~S[1] &S[0];
			assign m[30] = S[4] &S[3] &S[2] &S[1] &~S[0];
			assign m[31] = S[4] &S[3] &S[2] &S[1] &S[0];
endmodule 
module ALU_LEGv8(A, B, FS, C0, F, status);
	input [63:0] A, B;
	input [4:0]FS;
	input C0;
	output [63:0]F;
	output [3:0]status;
	wire [63:0] A_Signal, B_Signal;
	assign A_Signal = FS[1] ? ~A : A;
	assign B_Signal = FS[0] ? ~B : B;
	wire Z, N, C, V;
	assign status = {V, C, N, Z};
	assign N = F[63];
	assign Z = (F == 64'b0) ? 1'b1 : 1'b0;
	assign V = ~(A_Signal[63] ^ B_Signal[63]) &  (F[63] ^ A_Signal[63]);
	wire [63:0]and_output, or_output, xor_output, add_output, shift_left, shift_right;
	assign and_output = A_Signal & B_Signal;
	assign or_output = A_Signal | B_Signal;
	assign xor_output = A_Signal ^ B_Signal;
	Adder adder_inst (A_Signal, B_Signal, C0, add_output, C);
	Shifter shift_inst (A, B[5:0], shift_left, shift_right);
	Mux8to1Nbit main_mux (F, FS[4:2], and_output, or_output, add_output, xor_output, shift_left, shift_right, 64'b0, 64'b0);
endmodule
module Adder(A, B, Cin, S, Cout);
		input [63:0]A,B;
		input Cin;
		output [63:0]S;
		output Cout;
		assign{Cout,S}=A+B+Cin;
endmodule 
module DatapathLEGv8(ControlWord, status, constant, data, clock, reset);
			input [24:0] ControlWord;
			input [63:0] constant;
			inout [63:0] data;
			input clock, reset;
			output [3:0] status;
			wire [4:0] SA, SB, DA;
			wire RegWrite, MemWrite;
			wire [63:0] RegAbus, RegBbus, Muxout;
			wire [4:0] FS;
			wire Bsel;
			wire C0;
			wire [63:0] ALU_output, MEM_output;
			wire EN_Mem, EN_ALU;
			assign {SA, SB, DA, RegWrite, FS, Bsel, EN_Mem, EN_ALU} = ControlWord;
			assign Muxout = Bsel ? constant : RegBbus;
			RegFile32x64 regfile(RegAbus, RegBbus, data, DA, SA, SB, RegWrite, reset, clock);
			ALU_LEGv8 alu (RegAbus, Muxout, FS, FS[0], ALU_output, status);
			RAM256x64 data_mem (ALU_output, clock, RegBbus, MemWrite, MEM_output);
			assign data = EN_Mem ? MEM_output : 64'bz;
			assign data = EN_ALU ? ALU_output : 64'bz;
endmodule 
module Mux32to1Nbit(F, S, I00, I01, I02, I03, I04, I05, I06, I07, I08, I09, 
								  I10, I11, I12, I13, I14, I15, I16, I17, I18, I19, 
								  I20, I21, I22, I23, I24, I25, I26, I27, I28, I29, 
								  I30, I31);
				parameter N = 8;
				input [4:0]S;  
				input [N-1:0] I00, I01, I02, I03, I04, I05, I06, I07, I08, I09, 
								  I10, I11, I12, I13, I14, I15, I16, I17, I18, I19, 
								  I20, I21, I22, I23, I24, I25, I26, I27, I28, I29, 
								  I30, I31;
				output reg [N-1:0]F;
				always @(*) begin
							case(S)
										5'b00000: F <= I00;
										5'b00001: F <= I01;
										5'b00010: F <= I02;
										5'b00011: F <= I03;
										5'b00100: F <= I04;
										5'b00101: F <= I05;
										5'b00110: F <= I06;
										5'b00111: F <= I07;
										5'b01000: F <= I08;
										5'b01001: F <= I09;
										5'b01010: F <= I10;
										5'b01011: F <= I11;
										5'b01100: F <= I12;
										5'b01101: F <= I13;
										5'b01110: F <= I14;
										5'b01111: F <= I15;
										5'b10000: F <= I16;
										5'b10001: F <= I17;
										5'b10010: F <= I18;
										5'b10011: F <= I19;
										5'b10100: F <= I20;
										5'b10101: F <= I21;
										5'b10110: F <= I22;
										5'b10111: F <= I23;
										5'b11000: F <= I24;
										5'b11001: F <= I25;
										5'b11010: F <= I26;
										5'b11011: F <= I27;
										5'b11100: F <= I28;
										5'b11101: F <= I29;
										5'b11110: F <= I30;
										5'b11111: F <= I31;
							endcase
			end
endmodule 
module Mux8to1Nbit(F,S,I0,I1,I2,I3,I4,I5,I6,I7);
	parameter N=64;
	 input [N-1:0] I0,I1,I2,I3,I4,I5,I6,I7;
	 input [2:0]S;
	 output [N-1:0]F;
	 assign F = S[2] ? (S[1] ? (S[0] ? I7 : I6) : (S[0] ? I5 : I4)) : (S[1] ? (S[0] ? I3 : I2) : (S[0] ? I1 : I0));
endmodule 
module RAM256x64(address, clock, in, write, out);
			input [7:0] address;
			input clock;
			input [63:0] in;
			input write;
			output reg [63:0] out;
			reg [63:0] mem [0:225];
			not U1(clk, clock);
			always @(posedge clk) begin
					if(write) begin
								mem[address] <= in;
					end
			end
			always @(posedge clk)begin
						out<= mem[address];
			end
endmodule
module RegFile32x64(A, B, D, DA, SA, SB, W, reset, clock);
			output [63:0]A, B;
			input [63:0]D;
			input [4:0]DA;
			input [4:0]SA;
			input [4:0]SB;
			input W;
			input reset;
			input clock;
			wire [63:0] R00, R01, R02, R03, R04, R05, R06, R07, R08, R09, 
			R10, R11, R12, R13, R14, R15, R16, R17, R18, R19, 
			R20, R21, R22, R23, R24, R25, R26, R27, R28, R29, 
			R30, R31;
			wire [31:0]L, m;  
			RegisterNbit reg0 (R00, D, L[0], reset, clock);
			RegisterNbit reg1 (R01, D, L[1], reset, clock);
			RegisterNbit reg2 (R02, D, L[2], reset, clock);
			RegisterNbit reg3 (R03, D, L[3], reset, clock);
			RegisterNbit reg4 (R04, D, L[4], reset, clock);
			RegisterNbit reg5 (R05, D, L[5], reset, clock);
			RegisterNbit reg6 (R06, D, L[6], reset, clock);
			RegisterNbit reg7 (R07, D, L[7], reset, clock);
			RegisterNbit reg8 (R08, D, L[8], reset, clock);
			RegisterNbit reg9 (R09, D, L[9], reset, clock);
			RegisterNbit reg10 (R10, D, L[10], reset, clock);
			RegisterNbit reg11 (R11, D, L[11], reset, clock);
			RegisterNbit reg12 (R12, D, L[12], reset, clock);
			RegisterNbit reg13 (R13, D, L[13], reset, clock);
			RegisterNbit reg14 (R14, D, L[14], reset, clock);
			RegisterNbit reg15 (R15, D, L[15], reset, clock);
			RegisterNbit reg16 (R16, D, L[16], reset, clock);
			RegisterNbit reg17 (R17, D, L[17], reset, clock);
			RegisterNbit reg18 (R18, D, L[18], reset, clock);
			RegisterNbit reg19 (R19, D, L[19], reset, clock);
			RegisterNbit reg20 (R20, D, L[20], reset, clock);
			RegisterNbit reg21 (R21, D, L[21], reset, clock);
			RegisterNbit reg22 (R22, D, L[22], reset, clock);
			RegisterNbit reg23 (R23, D, L[23], reset, clock);
			RegisterNbit reg24 (R24, D, L[24], reset, clock);
			RegisterNbit reg25 (R25, D, L[25], reset, clock);
			RegisterNbit reg26 (R26, D, L[26], reset, clock);
			RegisterNbit reg27 (R27, D, L[27], reset, clock);
			RegisterNbit reg28 (R28, D, L[28], reset, clock);
			RegisterNbit reg29 (R29, D, L[29], reset, clock);
			RegisterNbit reg30 (R30, D, L[30], reset, clock);
			assign R31 = 64'b0;
			Decoder5to32 D_decoder (DA, m);
			assign L= m & {W,W,W,W,W,W,W,W,W,W,W,W,W,W,W,W,W,W,W,W,W,W,W,W,W,W,W,W,W,W,W,W};
			Mux32to1Nbit A_mux (A, SA, R00, R01, R02, R03, R04, R05, R06, R07, R08, R09, 
			R10, R11, R12, R13, R14, R15, R16, R17, R18, R19, 
			R20, R21, R22, R23, R24, R25, R26, R27, R28, R29, 
			R30, R31);
			Mux32to1Nbit B_mux (B, SB, R00, R01, R02, R03, R04, R05, R06, R07, R08, R09, 
			R10, R11, R12, R13, R14, R15, R16, R17, R18, R19, 
			R20, R21, R22, R23, R24, R25, R26, R27, R28, R29, 
			R30, R31);
			defparam A_mux.N = 64;
			defparam B_mux.N = 64;
endmodule 
module RegisterNbit(Q, D, load, reset, clock);
			parameter N = 64;
			input load;  
			input reset;  
			input clock; 
			input [N-1:0]D; 
			output reg [N-1:0]Q;
			always @(posedge clock or posedge reset) begin
						if (reset)
									Q <= 0;
						else if (load)
									Q <= D;
						else		
									Q <= Q;
			end
endmodule 
module Shifter(A, shift_out, left, right);
		input[63:0]A;
		input[5:0]shift_out;
		output[63:0] left, right;
		assign left = A << shift_out;
		assign right = A >> shift_out;
endmodule 
==> /design/flow/run.sh <==
#!/bin/bash
# OpenROAD 26Q1-2900-gdf79404cd8, Yosys 0.63+post, stock flow scripts
make -C /OpenROAD-flow-scripts/flow DESIGN_CONFIG=/design/flow/config.mk WORK_HOME=/design/flow/orfs finish
==> /design/flow/config.mk <==
export PLATFORM = sky130hd
export DESIGN_NAME = DatapathLEGv8
export DESIGN_NICKNAME = DatapathLEGv8
export VERILOG_FILES = /design/flow/design.v
export SDC_FILE = /design/flow/constraint.sdc
export NUM_CORES = 4
export LEC_CHECK = 1
export CORE_AREA = 10 10 103 103
export DIE_AREA = 0 0 113 113
export SYNTH_MEMORY_MAX_BITS = 65536
==> /design/flow/constraint.sdc <==
current_design DatapathLEGv8

set clk_period 7.5
set clk_io_pct 0.2

create_clock -name clk0 -period $clk_period [get_ports {clock}]

set non_clock_inputs [all_inputs -no_clocks]
set_input_delay [expr $clk_period * $clk_io_pct] -clock clk0 $non_clock_inputs
set_output_delay [expr $clk_period * $clk_io_pct] -clock clk0 [all_outputs]
==> Changelog: implementation <==
### Physical design

* Syn Inst Count at 379
* Worst-path cell chain: buf_2 -> buf_4 -> nand2_1 -> xnor2_1 -> ha_1 -> nand4_2 -> nor4_4 -> a221oi_1 -> a21oi_1 -> nor3_1 -> nand3_1 -> clkdlybuf4s50_1
* Post-layout period usage at 0.7883
* Mapped Area at 2778 sq um
* Area leader, netlist: ha_1
* Largest net degree at the start of global routing at 42
* Overall Power at 200.9 uW
* Yosys cell types at 29
* Log Warnings at 51
* Dpl hpwl at 5485 um
* Finished Core Util at 0.3945
* Fin area at 3274 sq um
* I/O Buffers at 68
* Synth warnings at 136
* Post-route ant nets at 0
* Congestion Overflow GR at 0
* Post-synth area from yosys stat at 2778 sq um
* Crit start category: primary input
* Seq cells at 0
* Share of cells above drive strength 1 at 0.02995
* Layout Cells excl Fill at 539
* Pwr per Cell Area at 61.34 nW/um^2
* Most frequent cells in the layout: nand2_1 (85), conb_1 (67), clkdlybuf4s50_1 (65)
* Hold Crit Class: primary input to primary output
* Clock buffer count at 0
* Number of standard cells reported by yosys at 379
* Initial antenna violation count at 0
* FILL cells at 866
* Post-CTS Hold Fix Bufs at 0
* Commonest Layout Cell: nand2_1
* Crit path kind: primary input to primary output
* Seq/Total Area, Yosys at 0
* Placer Congestion at 0.7572
* Slew at the pin closest to its max-slew limit at 649.7 ps
* Crit. End Element: primary output
* Pleak at 1.487 nW
* Cells after DPL at 539
* Outcome: complete, no violations
* Setup slack at placement at 1488 ps
* Final routed DRC violation total at 0
* Setup Fix Bufs, Post-CTS at 0
* CP top delay family: buffers and inverters
* Global-route wire length before repair at 10,560 um
* Relative slew slack at 0.5669
* CP required at 6000 ps
* Final hold violation count at 0
* Row count at 33
* Max-cap viol count at 0
* TNS Setup at 0 ps
* Tmin final at 5912 ps
* Area Growth Syn to Fin at 17.88%
* Vias in the first global route at 2,322
* Resize count post-CTS at 0
* Crit path largest cell delay at 490 ps
* First-pass iteration count of the detailed router at 4
* Placed inst area at 3274 sq um
* GRT Overall Usage at 0.09389
* Routed vias at 2,344
* Critical Path Start: ControlWord[2]
* Wire length per cell at 12.08 um
* WP data arrival at 4410 ps
* Iteration-0 DRC Markers at 48
* Worst path depth at 12
* Syn avg cell area at 7.329 sq um
* Maximum clock rate at 169.1 MHz
* Die X at 113 um
* Slack of the critical path at 1588 ps
* # diodes at 0
* IO Count at 159
* Worst vdd ir at 0.04988 mV
* Pre-Place Util at 0.3347
* Final Max Slew Viols at 0
* Total die size at 12,770 sq um
* CP Capture Point: status[2]
* Area fraction of the dominant cell type after synthesis at 0.2838
* Slowest CP cell: buf_2
* CP Max Fanout at 38
* Post-Route WL at 6509 um
* CP bufs+invs at 3
* Flop area at 0 sq um
* RSZ-0062 raised after global routing: false
* Core area at 8299 sq um
* Top cells by area, synth: ha_1 (28%), xnor2_1 (20%), buf_4 (18%)
* Post-DR vias/cell at 4.349
* Final setup fails at 0
* Die y size at 113 um
* Hold slack at 4356 ps
cells in the mapped netlist (2+ instances only):
library cell and number:
nor3_1 2, nand4_2 2, ha_1 63, nor4_4 2, xnor2_1 63, buf_2 8
buf_4 68, buf_1 4, a21oi_1 26, o21ai_1 3, and4_1 3, a221oi_1 4
a21o_1 2, nand4_1 9, clkbuf_1 2, nand2_1 85, nor2_1 8, o21ai_0 9
nand3_1 5, a211oi_1 2
final cells by class:
| class | instances | area [sq um] | share of cell area |
|---|---|---|---|
| Timing Repair Buffer | 71 | 690.7 | 0.2109 |
| Multi-Input combinational cell | 362 | 2449 | 0.7478 |
| Inverter | 1 | 3.754 | 0.001146 |
| Tap cell | 105 | 131.4 | 0.04012 |
metal layers:
layer / track usage / vias up / share of wire
met5: 0 / - / 0
met4: 0 / 0 / 0
met3: 0.01816 / 0 / 0.061
met2: 0.1601 / 76 / 0.44
met1: 0.1269 / 998 / 0.50
li1: - / 1270 / -
kinds of logic (layout without fill, tap and decap cells):
logic type	after synthesis	count (layout)	share of synthesized area
AND/OR/NAND/NOR	120	120	0.2077
adder cells (fa/ha/maj)	63	63	0.2838
XOR/XNOR	63	63	0.1986
other	1	67	0.001350
AND-OR/OR-AND	49	49	0.1009
buffers and inverters	83	72	0.2077
worst min path at each step:
stage	from	cells after the start	slack (ps)	endpoint
after CTS	ControlWord[4]	7	4380	status[2]
after global routing	ControlWord[4]	7	4480	status[2]
final	ControlWord[4]	7	4360	status[2]
power breakdown:
| group | leakage, nW | total (mW) | switching [mW] | internal (mW) |
|---|---|---|---|---|
| Sequential | 0 | 0 | 0 | 0 |
| Clock | 0 | 0 | 0 | 0 |
| Combinational | 1.49 | 0.201 | 0.0978 | 0.103 |
Power is estimated from default activity; no workload was simulated.
